==> /design/flow/constraint.sdc <==
current_design mux41_jalr

set clk_period 1.5
set clk_io_pct 0.2

create_clock -name clk0 -period $clk_period

set non_clock_inputs [all_inputs -no_clocks]
set_input_delay [expr $clk_period * $clk_io_pct] -clock clk0 $non_clock_inputs
set_output_delay [expr $clk_period * $clk_io_pct] -clock clk0 [all_outputs]
==> /design/flow/run.sh <==
#!/bin/bash
# OpenROAD 26Q1-2900-gdf79404cd8, Yosys 0.63+post, stock flow scripts
make -C /OpenROAD-flow-scripts/flow DESIGN_CONFIG=/design/flow/config.mk WORK_HOME=/design/flow/orfs finish
==> /design/flow/config.mk <==
export PLATFORM = sky130hd
export DESIGN_NAME = mux41_jalr
export DESIGN_NICKNAME = mux41_jalr
export VERILOG_FILES = /design/flow/design.v
export SDC_FILE = /design/flow/constraint.sdc
export NUM_CORES = 4
export LEC_CHECK = 1
export CORE_AREA = 10 10 84 84
export DIE_AREA = 0 0 94 94
==> /design/flow/design.v <==
module mux41_jalr(
	input logic [31:0] i1,i2,i3,i4,
	input logic [1:0] nextpcsel,
	output logic [31:0] out_o
);
always_comb
	begin
		if(nextpcsel == 2'b00) begin
			out_o = i1;
		end
		else if(nextpcsel == 2'b01) begin
			out_o = i2;		
		end
		else if(nextpcsel == 2'b10) begin
			out_o = i3;
		end
		else if(nextpcsel == 2'b11) begin
			out_o = i4;
		end		
		else begin
			out_o <= 32'b0;
		end
	end
endmodule 
==> run_results.csv <==
group,metric,value,unit
outcome,outcome,"finished with violations",
outcome,failed_checks,"setup timing",
final_timing,timing.fmax,653,MHz
pwr,power.switching,139,µW
job,drv_cap,0,
grt,antenna_found_initial,1,
die,fp.coreArea,5200,µm²
finish,nClkBuffers,0,
final_timing,fin_ws,-32.5,ps
pwr,p_comb_share,100.0,%
grt,grt_pass1_vias,1429,
yosys,yosys-top-cells-area,"mux4_2 83%, buf_12 7.4%, mux4_1 6.5%, buf_2 1.8%, buf_6 1.4%",
grt,grt_max_degree,21,
grt,grtUsageTotal,12.5,%
finish,drive_above_1_share,37.6,%
placement,pre_cts_slack,-629,ps
routing,num_vias,1201,
routing,ant_nets,0,
pwr,power.share.clock,0,%
final_timing,period_used_share,102,%
finish,finalCoreUtilization,44.0,%
final_timing,fin_setup_tns,-179,ps
final_timing,fin_crit,1530,ps
final_timing,slew_viol_final,0,
die,io_pins,162,
setup_path,worstPathArrival,1230,ps
yosys,avgSynthCellArea,20.9,µm²
yosys,synth_cell_types,5,
routing,wl_per_cell,20.7,µm
setup_path,cp.required,1200,ps
pwr,swShare,25.6,%
yosys,top_area_share,82.9,%
final_timing,hold_violations,0,
placement,post-dp-hpwl,5.24,mm
job,warnings,34,
die,rows,26,
finish,lay_top_cells,"128 x dlygate4sd2_1, 32 x mux4_2, 32 x buf_2, 5 x buf_12, 3 x buf_4",
placement,gp_congestion,0.905,
routing,route.detailed.drc,0,
die,fp_util,15.6,%
worst_hold_path,hold_path.class,"input pin to output port",
routing,via_per_inst,4.35,
pwr,ir_worst_vdd,0.113,mV
final_timing,setup_viol,7,
grt,grt_pass1_wl,8.40,mm
die,fp.dieW,94,µm
pwr,pwr-share-seq,0,%
finish,fillers,559,
routing,drtPass1Iterations,4,
final_timing,max_slew_margin,92.2,%
yosys,synth_warnings,1,
pwr,intPower,405,µW
yosys,largest_area_cell,"mux4_2",
finish,area_delta_synth_final,181,%
yosys,ys_cells,39,
setup_path,path_max_fanout,5,
yosys,ys_area,815,µm²
finish,seqCellArea,0,µm²
routing,drt-initial-drc-count,12,
die,die_h,94,µm
setup_path,startpoint_type,"input pin",
placement,port-buffer-count,162,
grt,grt_overflow,0,
final_timing,rsz0062_at_grt,"true",
yosys,syn_inst,39,
setup_path,cp-end-kind,"output port",
routing,wirelength,5.71,mm
pwr,p_per_area,237,nW/µm²
pwr,leakagePower,0.00110,µW
finish,flops,0,
die,chip_area,8840,µm²
setup_path,crit_type,"input pin to output port",
yosys,netlist_area,815,µm²
final_timing,worst_slew_pin_slew,118,ps
finish,lay_top_count,"dlygate4sd2_1",
yosys,ys_seq_share,0,%
-- path summary, 6_finish.rpt --
kind	from	to	slack, ps	cells past startpoint
max	nextpcsel[0]	out_o[14]	-30	5
min	i3[2]	out_o[2]	1080	3
-- area by class of cell --
| class | count | area [µm²] | share of cell area, % |
|---|---|---|---|
| antenna | 1 | 2.50 | 0.109 |
| multi-input combinational | 32 | 721 | 31.5 |
| timing repair buffer | 173 | 1480 | 64.6 |
| tap | 70 | 87.6 | 3.82 |
-- kinds of logic after synthesis --
family	Yosys count	share of synthesized area (%)
buf+inv	7	10.6
mux	32	89.4
-- power by group through the flow --
stage	Combinational (µW)	Sequential, µW	Clock (µW)
CTS	546	0	0
global route	594	0	0.0000891
finish	544	0	0.0000891
-- per-layer routing --
metal	up-vias	share of wire (%)	routed length, µm	GRT usage (%)
met1	567	36	2080	14.3
met2	94	51	2910	22.1
met5	-	0	0	0
met4	0	0	0	0
met3	0	13	723	5.90
li1	540	-	-	-
-- cells in the mapped netlist (all sizes together) --
| library cell | instances |
|---|---|
| mux4 | 32 |
| buf | 7 |
-- critical path, cell delays in order --
cell	delay (ps)
buf_12	100
buf_16	120
buf_4	100
mux4_2	470
buf_2	130
-- stage by stage --
stage	power, µW	hold WS (ps)	cells	cell area [µm²]
after floorplan	189	686	39	815
after CTS	546	1090	272	2250
final	544	1080	276	2290
after detailed placement	728	1620	270	2510
after global routing	594	1100	276	2290
after global placement	728	1620	270	2510
-- timing repair --
action	in CTS	in global routing
setup buffers	1	3
cloned	1	0
gates resized	242	0
endpoints found under the setup margin	32	20
pin swaps	0	0
endpoints found under the hold margin	0	0
hold buffers	0	0
Power figures rest on the tool's default switching activity, not on a simulated workload.
