<file path="/design/flow/config.mk">
export PLATFORM = sky130hd
export DESIGN_NAME = jalr_target
export DESIGN_NICKNAME = jalr_target
export VERILOG_FILES = /design/flow/design.v
export SDC_FILE = /design/flow/constraint.sdc
export NUM_CORES = 4
export LEC_CHECK = 1
export CORE_AREA = 10 10 94 94
export DIE_AREA = 0 0 104 104
</file>
<file path="/design/flow/design.v">
`timescale 1ns/1ps
module jalr_target(input logic [31:0] A_i,
	input logic [31:0] imm_i,output logic [31:0] jalrt_o);
always @(A_i,imm_i)
begin 
jalrt_o= ((A_i+imm_i) & 32'hfffffffe);
end 
endmodule 
</file>
<file path="/design/flow/constraint.sdc">
current_design jalr_target

set clk_period 15.7
set clk_io_pct 0.2

create_clock -name clk0 -period $clk_period

set non_clock_inputs [all_inputs -no_clocks]
set_input_delay [expr $clk_period * $clk_io_pct] -clock clk0 $non_clock_inputs
set_output_delay [expr $clk_period * $clk_io_pct] -clock clk0 [all_outputs]
</file>
<file path="/design/flow/run.sh">
#!/bin/bash
# OpenROAD 26Q1-2900-gdf79404cd8, Yosys 0.63+post, stock flow scripts
make -C /OpenROAD-flow-scripts/flow DESIGN_CONFIG=/design/flow/config.mk WORK_HOME=/design/flow/orfs finish
</file>
==> notes.md <==
run metrics: via count=2,017, Power, Total=0.123 mW, Tool Warnings=32, logic area=0.00165 sq mm, routed len/inst=14.4 microns, gr busiest metal=met2, post-DP HPWL=5400 microns, final wirelength=6000 microns, FP Util=26.3%, Die X=104 microns, Max Fclk=106 MHz, I/O Pins=96, dpl ws=6230 ps, total gr overflow=0, library cell with the highest instance count after synthesis=a21oi_1, post-route cell area=0.00275 sq mm, Placed Area=0.00275 sq mm, die area=0.0108 sq mm, Cell area leaders=ha_1, xnor2_1, a21oi_1, a21o_1, xor2_1, Hold Crit Class=primary input to primary output, Arrival @ worst endpoint=6330 ps, Hold Path Depth=4, antenna violations before repair=0, critical path class=primary input to primary output, met2 Resource Use GR=18.2%, met3 Usage GRT=0.815%, syn_area_per_cell=7.57 sq um, static leakage=1.09 nW, Chip Height=104 microns, DRC=0, Setup Buffers After CTS=0, Avg Vias per Cell=4.83, FFs & Latches=0, Critical Path End Type=primary output, layout cells sized above 1=5.28%, met1 Use GR=14.2%, max-slew violation count=0, number of standard cells reported by yosys=237, top area contributor share=20.9%, number of max-cap violations=0, drt pass-1 iters=4, row count=30, crit path DRT=12,560 ps, worst setup margin=6230 ps, core area=0.00683 sq mm, synth unique cells=56, unrepaired setup endpoints after global routing=no, synthesized area=0.00179 sq mm, Reg area=0 sq um, Synth Seq Share=0%, vias in the first global route=1,851, most common library cells after synthesis=a21oi_1, ha_1, xnor2_1, # fillers=732, Routed Antenna Nets=0, YS chip area=0.00179 sq mm, HP Start=A_i[31], period utilization=60.3%, cts-stage hold buffer count=0, min Tclk post-route=9470 ps, Tot GR Track Use=10.3%, Buffers on Ports=95, synth-to-layout area growth=53.3%, Critical Path Start Type=primary input, TNS Setup=0 ps, pwr dens=44.7 mW/mm^2, Worst VDD drop=10.3 uV, post-cts resize count=0, Final setup viols=0, Initial DRC Count=80, Worst Path Max Fanout=3, first-pass GRT wire length=9610 microns, ant diodes=0, Yosys top cell by area=ha_1, Max-slew headroom=60.4%, status=finished clean, # clk buffers=0, largest net degree at the start of global routing=11, Hold EP=jalrt_o[31], gpl congestion=0.888, Syn Inst Count=237, Final Hold Violation Tally=0, worst slew pin tran=591 ps, YS warnings=1
## stage by stage
step,std cells,hold WS [ps],util (%)
finish,418,7330,40.3
global route,418,7400,40.3
CTS,418,7360,40.3
detailed placement,418,7360,40.3
global placement,418,7350,40.3
floorplan,237,6390,-
## cell usage in the layout (no fill, tap or decap), types with 9 or more instances in the layout
| master | n |
|---|---|
| xnor2_1 | 19 |
| a21o_1 | 12 |
| xor2_1 | 10 |
| nor2_1 | 11 |
| ha_1 | 30 |
| a21oi_1 | 32 |
| nand3_1 | 9 |
| nand2_1 | 18 |
| clkdlybuf4s50_1 | 95 |
## critical path: stages
cell and delay [ps]:
clkdlybuf4s50_1 420, and2_1 170, fa_1 390, a21o_1 240, a2111oi_4 460, o21ai_2 140
a31oi_2 290, o21ai_2 130, a31oi_4 240, o21ai_2 70, xor2_1 140, clkdlybuf4s50_1 490
## cells by family after synthesis
kind of cell | share of synthesized area (%)
adder cells (fa/ha/maj) | 22.0
buffers and inverters | 8.09
XOR/XNOR | 14.2
other | 0.209
AND/OR/NAND/NOR | 18.3
AND-OR/OR-AND | 37.2
## worst max path at each step
stage / start / end / slack, ps / depth (start not counted)
5_1_grt: A_i[0] / jalrt_o[20] / 6020 / 12
6_report: A_i[0] / jalrt_o[20] / 6230 / 12
4_1_cts: A_i[0] / jalrt_o[20] / 6210 / 12
## routing by layer
metal,vias up,part of all wire (%)
li1,1059,-
met1,908,47
met2,50,50
met3,0,3.3
met4,0,0
met5,-,0
## layout make-up
class                      count  area share, %
timing repair buffer          95           34.6
tap                           96           4.37
inverter                       8           1.09
multi-input combinational    219           60.0
## power by group
group | internal (mW) | switching, mW
sequential | 0 | 0
combinational | 0.0735 | 0.0495
clock | 0 | 0
total | 0.0735 | 0.0495
Power figures rest on the tool's default switching activity, not on a simulated workload.
