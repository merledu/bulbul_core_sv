<file path="/design/flow/config.mk">
export PLATFORM = sky130hd
export DESIGN_NAME = data_mem
export DESIGN_NICKNAME = data_mem
export VERILOG_FILES = /design/flow/design.v
export SDC_FILE = /design/flow/constraint.sdc
export NUM_CORES = 4
export LEC_CHECK = 1
export CORE_UTILIZATION = 40
export SYNTH_MEMORY_MAX_BITS = 65536
</file>
<file path="/design/flow/run.sh">
#!/bin/bash
# OpenROAD 26Q1-2900-gdf79404cd8, Yosys 0.63+post, stock flow scripts
make -C /OpenROAD-flow-scripts/flow DESIGN_CONFIG=/design/flow/config.mk WORK_HOME=/design/flow/orfs finish
</file>
<file path="/design/flow/constraint.sdc">
current_design data_mem

set clk_period 34.8
set clk_io_pct 0.2

create_clock -name clk0 -period $clk_period [get_ports {clk}]

set non_clock_inputs [all_inputs -no_clocks]
set_input_delay [expr $clk_period * $clk_io_pct] -clock clk0 $non_clock_inputs
set_output_delay [expr $clk_period * $clk_io_pct] -clock clk0 [all_outputs]
</file>
<file path="/design/flow/design.v">
module data_mem(
	input logic clk,
	input logic ren,
	input logic wen	,
	input logic [31:0] alu,
	input logic [31:0] data_i,
	output logic [31:0] data_o,
	input logic [31:0] in1_i,in2_i,
	input logic memtoreg,
	output logic [31:0] out_o
	);
logic [7:0] addr;
logic [31:0] mem[0:255];
assign addr = alu [9:2];
always @(posedge clk) begin 
	if(wen) begin
		mem[addr] <= data_i;	
	end
end
always @(posedge clk) begin
	if(ren) begin
		data_o = mem[addr];	
	end
end
always_comb begin
	if(memtoreg == 0) begin
		out_o = in1_i;
	end
	else begin
		out_o = in2_i;
	end
end
endmodule
</file>
==> results.py <==
# Synthesis and PnR figures
metrics = {
    "outcome": {
        "outcome": "finished, final reports clean",
    },
    "worst_setup_path": {
        "crit_start": "memtoreg",
        "critical_path.max_fanout": 32,
        "start_kind": "input pin",
        "worstSetupPathType": "in -> out",
        "regToRegStartpoint": "mem[107][2]",
        "critPathArrivalTime_ns": 8.63,
        "crit_required_ns": 27.84,
        "crit_path_end_kind": "output port",
        "worstPathCellList": "clkdlybuf4s50_1 > buf_4 > mux2_2 > clkdlybuf4s50_1",
        "crit_path_frequent_cell": "sky130_fd_sc_hd__clkdlybuf4s50_1",
        "cp_slowest_stage_delay_ns": 0.45,
        "worst_path_max_delay_cell": "sky130_fd_sc_hd__clkdlybuf4s50_1",
        "worstRegToRegCells": 6,
    },
    "sta": {
        "tightestPinTransition_ns": 1.30,
        "unrepaired_setup_endpoints_after_global_routing": "false",
        "final.hold.worst_slack_ns": 1.16,
        "fin_worst_skew_ns": 0.0850,
        "final.min_clock_period_ns": 15.59,
        "drv_slew": 0,
        "setup-violations-final": 0,
        "finalSetupTns_ns": 0,
        "timing.fmax_mhz": 64.1,
        "final-hold-violation-count": 0,
        "final_min_period_over_clock_period_pct": 44.8,
        "worst_slew_margin_rel_pct": 12.2,
    },
    "cts": {
        "sinks_on_clock_net": 8224,
        "cts_hold_buffers": 0,
        "postCtsSetupBuffers": 0,
        "cts_root_buf": "sky130_fd_sc_hd__clkbuf_16",
        "ctsHtreeMaxLevel": 6,
        "clock.latency.late_pin_ns": 1.15,
        "cts_made_buffers": 807,
        "cts_resized": 0,
        "clkSlewWorstSetupHoldPaths_ns": 0.06,
        "cts_tree": "yes",
        "cts.path.max_buffers": 4,
    },
    "power_and_ir_drop": {
        "ir_worst_vdd_mv": 0.0579,
        "power.density_nw_per_um2": 56.8,
        "leakage_nw": 108,
    },
    "synthesis": {
        "yosys_warnings": 1,
        "mappedNetlistArea_sq_um": 310000,
        "numSynthFlops": 8224,
        "synthDominantCellAreaShare_pct": 79.7,
        "synth_area_leader_cell": "sky130_fd_sc_hd__edfxtp_1",
        "synth.yosys.chip_area_sq_um": 310000,
        "biggest_area_cells": "sky130_fd_sc_hd__edfxtp_1, sky130_fd_sc_hd__mux4_2, sky130_fd_sc_hd__a22oi_1",
        "synthDistinctLibCells": 22,
        "yosysSeqAreaShare_pct": 79.7,
        "ys_cells": 13100,
        "syn_area_per_cell_sq_um": 23.6,
        "syn_inst": 13100,
    },
    "global_routing": {
        "grtUsageMet2_pct": 33.6,
        "grt_antenna_before_repair": 28,
        "grt.busiest_layer": "met2",
        "total_global_routing_track_utilization_pct": 24.0,
        "gr-usage-met3_pct": 22.2,
        "grt.overflow.total": 0,
        "grt_pass1_wl_mm": 1190,
        "grt_max_degree": 91,
        "via_count_of_the_first_global_routing_pass": 161000,
        "use_met1_pct": 26.1,
    },
    "die": {
        "design.portCount": 196,
        "core_area_sq_um": 770000,
        "die_width_um": 882,
        "die-area_sq_um": 778000,
        "fp.dieH_um": 882,
        "fp-utilization_pct": 40.2,
        "rows": 322,
    },
    "finish": {
        "nFillCells": 61900,
        "final_instance_area_sq_um": 355000,
        "sequential_cell_area_sq_um": 247000,
        "final_layout_size_suffix_gt1_share_pct": 29.7,
        "area_delta_synth_final_pct": 14.7,
        "layout.area.comb_sq_um": 62300,
    },
    "route": {
        "vias_per_cell": 5.79,
        "drtIter0Drc": 9917,
        "total_via_count_in_the_routed_design": 145000,
        "route.antenna.remaining_nets": 0,
        "drcViolationCount": 0,
        "detail_route.first_pass.iterations": 7,
        "wl_per_cell_um": 33.6,
        "routed_wire_length_mm": 842,
    },
    "place": {
        "gp_routability_congestion": 0.916,
        "placed_area_sq_um": 330000,
        "io_buffers": 171,
        "place_hpwl_mm": 481,
    },
    "flow_run": {
        "timing.max_cap.violations": 0,
        "count_of_tool_warnings": 51,
    },
    "min_path": {
        "hold-path-cell-count": 5,
        "min_from": "mem[54][10]",
        "hold_path.class": "reg -> reg",
    },
}
## sequential cells by signal, indices dropped and copies added (netlist names)
signal  cells
mem      8192
data_o     32
## worst max-delay path, delay by kind of cell
family,cells,cell delay (ns)
buffers and inverters,3,1.22
multiplexers,1,0.44
## cell usage in the layout, fill, tap and decap left out, types with 4 or more instances in the layout
cell type / netlist / routed
sky130_fd_sc_hd__nor2_4: 0 / 228
sky130_fd_sc_hd__clkinv_2: 0 / 120
sky130_fd_sc_hd__nor3_2: 0 / 30
sky130_fd_sc_hd__nand2_2: 0 / 11
sky130_fd_sc_hd__o41ai_2: 0 / 108
sky130_fd_sc_hd__edfxtp_1: 8224 / 8224
sky130_fd_sc_hd__clkinvlp_4: 0 / 11
sky130_fd_sc_hd__nand2b_1: 6 / 4
sky130_fd_sc_hd__clkinv_1: 0 / 220
sky130_fd_sc_hd__a21oi_1: 512 / 512
sky130_fd_sc_hd__clkinv_8: 0 / 9
sky130_fd_sc_hd__nand3_1: 13 / 5
sky130_fd_sc_hd__nor2_1: 232 / 4
sky130_fd_sc_hd__clkbuf_1: 480 / 198
sky130_fd_sc_hd__nand2_4: 0 / 8
sky130_fd_sc_hd__bufinv_16: 0 / 41
sky130_fd_sc_hd__nand4_1: 32 / 32
sky130_fd_sc_hd__inv_16: 0 / 11
sky130_fd_sc_hd__buf_12: 0 / 13
sky130_fd_sc_hd__nand3_4: 0 / 8
sky130_fd_sc_hd__diode_2: 0 / 27
sky130_fd_sc_hd__mux2_2: 32 / 32
sky130_fd_sc_hd__clkdlybuf4s50_1: 0 / 136
sky130_fd_sc_hd__buf_8: 0 / 32
sky130_fd_sc_hd__nand2_1: 28 / 9
sky130_fd_sc_hd__o41ai_1: 128 / 19
sky130_fd_sc_hd__nor2b_4: 0 / 4
sky130_fd_sc_hd__mux4_2: 2048 / 2048
sky130_fd_sc_hd__clkbuf_16: 0 / 816
sky130_fd_sc_hd__buf_4: 35 / 816
sky130_fd_sc_hd__inv_6: 0 / 7
sky130_fd_sc_hd__a22oi_1: 1024 / 1024
sky130_fd_sc_hd__clkinv_16: 0 / 20
## path summary, 6_finish.rpt
path                            slack (ns)    endpoint
worst min register to register        1.16  data_o[10]
worst max register to register       31.30   data_o[2]
worst min-delay path                  1.16  data_o[10]
worst max-delay path                 19.21   out_o[24]
## synthesized netlist by cell type
library cell and number:
sky130_fd_sc_hd__and2_1 3, sky130_fd_sc_hd__or2_2 2, sky130_fd_sc_hd__nor2b_1 7, sky130_fd_sc_hd__nand3_1 13, sky130_fd_sc_hd__buf_6 5, sky130_fd_sc_hd__buf_1 90
sky130_fd_sc_hd__nor3_1 30, sky130_fd_sc_hd__or3_1 1, sky130_fd_sc_hd__mux4_2 2048, sky130_fd_sc_hd__nand2b_1 6, sky130_fd_sc_hd__o41ai_1 128, sky130_fd_sc_hd__buf_4 35
sky130_fd_sc_hd__mux2_2 32, sky130_fd_sc_hd__nand4_1 32, sky130_fd_sc_hd__clkbuf_1 480, sky130_fd_sc_hd__nor2_1 232, sky130_fd_sc_hd__edfxtp_1 8224, sky130_fd_sc_hd__nand2_1 28
sky130_fd_sc_hd__inv_1 1, sky130_fd_sc_hd__a22oi_1 1024, sky130_fd_sc_hd__a21oi_1 512, sky130_fd_sc_hd__buf_2 190
## stage by stage
| step | instances | setup slack, ns | util, % | total power [mW] |
|---|---|---|---|---|
| after global routing | 25000 | 19.13 | 46.1 | 20.8 |
| after detailed placement | 23500 | 19.19 | 42.9 | 12.1 |
| after global placement | 23500 | 19.20 | 42.9 | 12.1 |
| final | 25000 | 19.21 | 46.1 | 20.2 |
| after CTS | 25000 | 19.19 | 46.1 | 20.3 |
| after floorplan | 13100 | 20.02 | - | 11.6 |
## cell families after synthesis
group / after synthesis / share of synthesized area (%)
AND-OR/OR-AND: 1664 / 3.67
buffers and inverters: 801 / 1.10
flip-flops: 8224 / 79.7
multiplexers: 2080 / 15.0
AND/OR/NAND/NOR: 354 / 0.488
## final cells by class
type	instances	share of cell area, %
repair buffers	1001	2.34
flip-flops and latches	8224	69.5
inverters	1	0.00106
well taps	10200	3.59
multi-input cells	4098	17.5
clock inverters	443	1.07
diodes	27	0.0190
clock buffers	1014	5.96
## metal layers
layer,up-vias,wire (um)
met3,1319,176000
li1,59200,-
met2,10400,383000
met1,73800,243000
met5,-,1970
met4,30,37300
## report_power, final
| group | internal (mW) | leakage [nW] | switching [mW] |
|---|---|---|---|
| Combinational | 0.330 | 21.8 | 0.626 |
| Clock | 4.61 | 12.1 | 3.68 |
| Sequential | 10.9 | 74.0 | 0.0233 |
Power figures rest on the tool's default switching activity, not on a simulated workload.
